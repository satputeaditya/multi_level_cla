==> design/flow/design.v <==
`timescale 1ns  / 10 ps
module CLA_64_8 (   input  [63:0] a_inp, 
                    input  [63:0] b_inp,
                    output reg [63:0] s_out,
                    output reg        c_out,
                    input         clock,
                    input         reset);
wire       Cin_1        ,Cin_2          ,Cin_3          ,Cin_4          ,Cin_5          ,Cin_6          ,Cin_7          ,Cin_8;
wire       Cout_1       ,Cout_2         ,Cout_3         ,Cout_4         ,Cout_5         ,Cout_6         ,Cout_7         ,Cout_8;
reg  [7:0] A_1          ,A_2            ,A_3            ,A_4            ,A_5            ,A_6            ,A_7            ,A_8;
reg  [7:0] B_1          ,B_2            ,B_3            ,B_4            ,B_5            ,B_6            ,B_7            ,B_8;
wire [7:0] Sum_1        ,Sum_2          ,Sum_3          ,Sum_4          ,Sum_5          ,Sum_6          ,Sum_7          ,Sum_8;
wire [7:0] Generate_1   ,Generate_2     ,Generate_3           ,Generate_5     ,Generate_6     ,Generate_7      ;
wire [7:0] Propogate_1   ,Propogate_2   ,Propogate_3         ,Propogate_5    ,Propogate_6     ,Propogate_7    ;
wire [7:0]  Ignore_1 ,Ignore_2 ,Ignore_3 ,Ignore_4;
wire [31:0] Propogate_8,Generate_8,Propogate_4,Generate_4;
assign {Generate_8 ,Generate_4 }   = ({A_8,A_7,A_6,A_5,A_4,A_3,A_2,A_1} & {B_8,B_7,B_6,B_5,B_4,B_3,B_2,B_1});
assign {Propogate_8,Propogate_4}   = ({A_8,A_7,A_6,A_5,A_4,A_3,A_2,A_1} ^ {B_8,B_7,B_6,B_5,B_4,B_3,B_2,B_1});
assign Cin_1  = 0;
assign Cin_2  = Cout_1;
assign Cin_3  = Cout_2;
assign Cin_4  = Cout_3;
assign Cin_5  = Cout_4;
assign Cin_6  = Cout_5;
assign Cin_7  = Cout_6;
assign Cin_8  = Cout_7;
always@(posedge clock or posedge reset) 
begin
    if (reset) 
        begin
            s_out <= 'b0;
            c_out <= 'b0;
            A_1   <= 'b0;
            A_2   <= 'b0;
            A_3   <= 'b0;
            A_4   <= 'b0;
            A_5   <= 'b0;
            A_6   <= 'b0;
            A_7   <= 'b0;
            A_8   <= 'b0;
            B_1   <= 'b0;
            B_2   <= 'b0;
            B_3   <= 'b0;
            B_4   <= 'b0;
            B_5   <= 'b0;
            B_6   <= 'b0;
            B_7   <= 'b0;
            B_8   <= 'b0;
        end
    else 
        begin
            {A_8,A_7,A_6,A_5,A_4,A_3,A_2,A_1} <= a_inp;
            {B_8,B_7,B_6,B_5,B_4,B_3,B_2,B_1} <= b_inp;
            s_out <= {Sum_8,Sum_7,Sum_6,Sum_5,Sum_4,Sum_3,Sum_2,Sum_1};
            c_out <= Cout_8;
        end
end
CLA_8 U1  (Cin_1,  A_1,  B_1,  Sum_1,  Generate_1,  Propogate_1 );
CLA_8 U2  (Cin_2,  A_2,  B_2,  Sum_2,  Generate_2,  Propogate_2 );
CLA_8 U3  (Cin_3,  A_3,  B_3,  Sum_3,  Generate_3,  Propogate_3 );
CLA_8 U4  (Cin_4,  A_4,  B_4,  Sum_4,  Ignore_1  ,  Ignore_2    );
CLA_8 U5  (Cin_5,  A_5,  B_5,  Sum_5,  Generate_5,  Propogate_5 );
CLA_8 U6  (Cin_6,  A_6,  B_6,  Sum_6,  Generate_6,  Propogate_6 );
CLA_8 U7  (Cin_7,  A_7,  B_7,  Sum_7,  Generate_7,  Propogate_7 );
CLA_8 U8  (Cin_8,  A_8,  B_8,  Sum_8,  Ignore_3  ,  Ignore_4    );
carry_out_8 U9  (Cin_1,  Generate_1  ,Propogate_1,  Cout_1);
carry_out_8 U10 (Cin_2,  Generate_2  ,Propogate_2,  Cout_2);
carry_out_8 U11 (Cin_3,  Generate_3  ,Propogate_3,  Cout_3);
carry_out_32 U12 (Cin_1,  Generate_4  ,Propogate_4,  Cout_4);
carry_out_8 U13 (Cin_5,  Generate_5  ,Propogate_5,  Cout_5);
carry_out_8 U14 (Cin_6,  Generate_6  ,Propogate_6,  Cout_6);
carry_out_8 U15 (Cin_7,  Generate_7  ,Propogate_7,  Cout_7);
carry_out_32 U16 (Cin_5,  Generate_8  ,Propogate_8,  Cout_8);
endmodule
`timescale 1ns  / 10 ps
module CLA_8  (      
                    input  Cin,
                    input  [7:0] A, B,
                    output [7:0] Sum,Generate ,Propogate);
wire [7:0] Carry,g,p; 
assign Sum          = (A ^ B^ Carry);
assign g  		    = (A & B);                 
assign p  		    = (A ^ B);				   
assign Carry_out    = Carry;				   
assign Generate     = g;				   
assign Propogate    = p; 
assign Carry[0] =   Cin ;
assign Carry[1] =(( Cin & p[0])                                     |  g[0]);
assign Carry[2] =(( Cin & p[0]&p[1] )                               | (g[0]&p[1])                               |  g[1]);
assign Carry[3] =(( Cin & p[0]&p[1]&p[2])                           | (g[0]&p[1]&p[2])                          | (g[1]&p[2])                           |  g[2] );
assign Carry[4] =(( Cin & p[0]&p[1]&p[2]&p[3])                      | (g[0]&p[1]&p[2]&p[3])                     | (g[1]&p[2]&p[3])                      | (g[2]&p[3])                       |  g[3] );
assign Carry[5] =(( Cin & p[0]&p[1]&p[2]&p[3]&p[4])                 | (g[0]&p[1]&p[2]&p[3]&p[4])                | (g[1]&p[2]&p[3]&p[4])                 | (g[2]&p[3]&p[4])                  | (g[3]&p[4])                   | g[4]  );
assign Carry[6] =(( Cin & p[0]&p[1]&p[2]&p[3]&p[4]&p[5])            | (g[0]&p[1]&p[2]&p[3]&p[4]&p[5])           | (g[1]&p[2]&p[3]&p[4]&p[5])            | (g[2]&p[3]&p[4]&p[5])             | (g[3]&p[4]&p[5])              | g[4]&p[5]             | g[5] );
assign Carry[7] =(( Cin & p[0]&p[1]&p[2]&p[3]&p[4]&p[5]&p[6])       | (g[0]&p[1]&p[2]&p[3]&p[4]&p[5]&p[6])      | (g[1]&p[2]&p[3]&p[4]&p[5]&p[6])       | (g[2]&p[3]&p[4]&p[5]&p[6])        | (g[3]&p[4]&p[5]&p[6])         | g[4]&p[5]&p[6]        | g[5]&p[6]         | g[6] );
endmodule
`timescale 1ns  / 10 ps
module carry_out_4 (input  Cin,   input  [3:0] g, p, output Cout);
assign Cout =(( Cin & p[0]&p[1]&p[2]&p[3])     | (g[0]&p[1]&p[2]&p[3])     | (g[1]&p[2]&p[3])      | (g[2]&p[3])       |  g[3] );
endmodule
`timescale 1ns  / 10 ps
module carry_out_8 ( input  Cin,   input  [7:0] g, p, output Cout);
assign Cout = (( Cin & p[0]&p[1]&p[2]&p[3]&p[4]&p[5]&p[6]&p[7])  | (g[0]&p[1]&p[2]&p[3]&p[4]&p[5]&p[6]&p[7]) | (g[1]&p[2]&p[3]&p[4]&p[5]&p[6]&p[7])  | (g[2]&p[3]&p[4]&p[5]&p[6]&p[7])   | (g[3]&p[4]&p[5]&p[6]&p[7])    | g[4]&p[5]&p[6]&p[7]   | g[5]&p[6]&p[7]    | g[6]&p[7] | g[7]);  
endmodule
`timescale 1ns  / 10 ps
module carry_out_16 ( input  Cin,   input  [15:0] g, p, output Cout);
assign Cout = (( Cin &  p[0] &p[1]  &p[2]  &p[3]  &p[4]  &p[5]  &p[6]  &p[7]  &p[8]  &p[9]  &p[10] &p[11] &p[12] &p[13] &p[14] &p[15])  | 
                       (g[0] &p[1]  &p[2]  &p[3]  &p[4]  &p[5]  &p[6]  &p[7]  &p[8]  &p[9]  &p[10] &p[11] &p[12] &p[13] &p[14] &p[15])  | 
                       (g[1] &p[2]  &p[3]  &p[4]  &p[5]  &p[6]  &p[7]  &p[8]  &p[9]  &p[10] &p[11] &p[12] &p[13] &p[14] &p[15])  | 
                       (g[2] &p[3]  &p[4]  &p[5]  &p[6]  &p[7]  &p[8]  &p[9]  &p[10] &p[11] &p[12] &p[13] &p[14] &p[15])  | 
                       (g[3] &p[4]  &p[5]  &p[6]  &p[7]  &p[8]  &p[9]  &p[10] &p[11] &p[12] &p[13] &p[14] &p[15])  | 
                       (g[4] &p[5]  &p[6]  &p[7]  &p[8]  &p[9]  &p[10] &p[11] &p[12] &p[13] &p[14] &p[15])  | 
                       (g[5] &p[6]  &p[7]  &p[8]  &p[9]  &p[10] &p[11] &p[12] &p[13] &p[14] &p[15])  | 
                       (g[6] &p[7]  &p[8]  &p[9]  &p[10] &p[11] &p[12] &p[13] &p[14] &p[15])  | 
                       (g[7] &p[8]  &p[9]  &p[10] &p[11] &p[12] &p[13] &p[14] &p[15])  | 
                       (g[8] &p[9]  &p[10] &p[11] &p[12] &p[13] &p[14] &p[15])  | 
                       (g[9] &p[10] &p[11] &p[12] &p[13] &p[14] &p[15])  | 
                      (g[10] &p[11] &p[12] &p[13] &p[14] &p[15])  | 
                      (g[11] &p[12] &p[13] &p[14] &p[15])  | 
                      (g[12] &p[13] &p[14] &p[15])  | 
                      (g[13] &p[14] &p[15])  | 
                      (g[14] &p[15])  | 
                      (g[15])
					   );
endmodule
`timescale 1ns  / 10 ps
module carry_out_32 ( input  Cin,   input  [31:0] g, p, output Cout);
assign Cout = (( Cin &  p[0] &p[1]  &p[2]  &p[3]  &p[4]  &p[5]  &p[6]  &p[7]  &p[8]  &p[9]  &p[10] &p[11] &p[12] &p[13] &p[14] &p[15] &p[16] &p[17] &p[18] &p[19] &p[20] &p[21] &p[22] &p[23] &p[24] &p[25] &p[26] &p[27] &p[28] &p[29] &p[30] &p[31])  | 
                       (g[0] &p[1]  &p[2]  &p[3]  &p[4]  &p[5]  &p[6]  &p[7]  &p[8]  &p[9]  &p[10] &p[11] &p[12] &p[13] &p[14] &p[15] &p[16] &p[17] &p[18] &p[19] &p[20] &p[21] &p[22] &p[23] &p[24] &p[25] &p[26] &p[27] &p[28] &p[29] &p[30] &p[31])  | 
                       (g[1] &p[2]  &p[3]  &p[4]  &p[5]  &p[6]  &p[7]  &p[8]  &p[9]  &p[10] &p[11] &p[12] &p[13] &p[14] &p[15] &p[16] &p[17] &p[18] &p[19] &p[20] &p[21] &p[22] &p[23] &p[24] &p[25] &p[26] &p[27] &p[28] &p[29] &p[30] &p[31])  |  
                       (g[2] &p[3]  &p[4]  &p[5]  &p[6]  &p[7]  &p[8]  &p[9]  &p[10] &p[11] &p[12] &p[13] &p[14] &p[15] &p[16] &p[17] &p[18] &p[19] &p[20] &p[21] &p[22] &p[23] &p[24] &p[25] &p[26] &p[27] &p[28] &p[29] &p[30] &p[31])  | 
                       (g[3] &p[4]  &p[5]  &p[6]  &p[7]  &p[8]  &p[9]  &p[10] &p[11] &p[12] &p[13] &p[14] &p[15] &p[16] &p[17] &p[18] &p[19] &p[20] &p[21] &p[22] &p[23] &p[24] &p[25] &p[26] &p[27] &p[28] &p[29] &p[30] &p[31])  | 
                       (g[4] &p[5]  &p[6]  &p[7]  &p[8]  &p[9]  &p[10] &p[11] &p[12] &p[13] &p[14] &p[15] &p[16] &p[17] &p[18] &p[19] &p[20] &p[21] &p[22] &p[23] &p[24] &p[25] &p[26] &p[27] &p[28] &p[29] &p[30] &p[31])  | 
                       (g[5] &p[6]  &p[7]  &p[8]  &p[9]  &p[10] &p[11] &p[12] &p[13] &p[14] &p[15] &p[16] &p[17] &p[18] &p[19] &p[20] &p[21] &p[22] &p[23] &p[24] &p[25] &p[26] &p[27] &p[28] &p[29] &p[30] &p[31])  | 
                       (g[6] &p[7]  &p[8]  &p[9]  &p[10] &p[11] &p[12] &p[13] &p[14] &p[15] &p[16] &p[17] &p[18] &p[19] &p[20] &p[21] &p[22] &p[23] &p[24] &p[25] &p[26] &p[27] &p[28] &p[29] &p[30] &p[31])  | 
                       (g[7] &p[8]  &p[9]  &p[10] &p[11] &p[12] &p[13] &p[14] &p[15] &p[16] &p[17] &p[18] &p[19] &p[20] &p[21] &p[22] &p[23] &p[24] &p[25] &p[26] &p[27] &p[28] &p[29] &p[30] &p[31])  | 
                       (g[8] &p[9]  &p[10] &p[11] &p[12] &p[13] &p[14] &p[15] &p[16] &p[17] &p[18] &p[19] &p[20] &p[21] &p[22] &p[23] &p[24] &p[25] &p[26] &p[27] &p[28] &p[29] &p[30] &p[31])  | 
                       (g[9] &p[10] &p[11] &p[12] &p[13] &p[14] &p[15] &p[16] &p[17] &p[18] &p[19] &p[20] &p[21] &p[22] &p[23] &p[24] &p[25] &p[26] &p[27] &p[28] &p[29] &p[30] &p[31])  | 
                       (g[10]&p[11] &p[12] &p[13] &p[14] &p[15] &p[16] &p[17] &p[18] &p[19] &p[20] &p[21] &p[22] &p[23] &p[24] &p[25] &p[26] &p[27] &p[28] &p[29] &p[30] &p[31])  | 
                       (g[11]&p[12] &p[13] &p[14] &p[15] &p[16] &p[17] &p[18] &p[19] &p[20] &p[21] &p[22] &p[23] &p[24] &p[25] &p[26] &p[27] &p[28] &p[29] &p[30] &p[31])  | 
                       (g[12]&p[13] &p[14] &p[15] &p[16] &p[17] &p[18] &p[19] &p[20] &p[21] &p[22] &p[23] &p[24] &p[25] &p[26] &p[27] &p[28] &p[29] &p[30] &p[31])  | 
                       (g[13]&p[14] &p[15] &p[16] &p[17] &p[18] &p[19] &p[20] &p[21] &p[22] &p[23] &p[24] &p[25] &p[26] &p[27] &p[28] &p[29] &p[30] &p[31])  | 
                       (g[14]&p[15] &p[16] &p[17] &p[18] &p[19] &p[20] &p[21] &p[22] &p[23] &p[24] &p[25] &p[26] &p[27] &p[28] &p[29] &p[30] &p[31])  | 
                       (g[15]&p[16] &p[17] &p[18] &p[19] &p[20] &p[21] &p[22] &p[23] &p[24] &p[25] &p[26] &p[27] &p[28] &p[29] &p[30] &p[31])  | 
                       (g[16]&p[17] &p[18] &p[19] &p[20] &p[21] &p[22] &p[23] &p[24] &p[25] &p[26] &p[27] &p[28] &p[29] &p[30] &p[31])  | 
                       (g[17]&p[18] &p[19] &p[20] &p[21] &p[22] &p[23] &p[24] &p[25] &p[26] &p[27] &p[28] &p[29] &p[30] &p[31])  | 
                       (g[18]&p[19] &p[20] &p[21] &p[22] &p[23] &p[24] &p[25] &p[26] &p[27] &p[28] &p[29] &p[30] &p[31])  | 
                       (g[19]&p[20] &p[21] &p[22] &p[23] &p[24] &p[25] &p[26] &p[27] &p[28] &p[29] &p[30] &p[31])  | 
                       (g[20]&p[21] &p[22] &p[23] &p[24] &p[25] &p[26] &p[27] &p[28] &p[29] &p[30] &p[31])  | 
                       (g[21]&p[22] &p[23] &p[24] &p[25] &p[26] &p[27] &p[28] &p[29] &p[30] &p[31])  | 
                       (g[22]&p[23] &p[24] &p[25] &p[26] &p[27] &p[28] &p[29] &p[30] &p[31])  | 
                       (g[23]&p[24] &p[25] &p[26] &p[27] &p[28] &p[29] &p[30] &p[31])  | 
                       (g[24]&p[25] &p[26] &p[27] &p[28] &p[29] &p[30] &p[31])  | 
                       (g[25]&p[26] &p[27] &p[28] &p[29] &p[30] &p[31])  | 
                       (g[26]&p[27] &p[28] &p[29] &p[30] &p[31])  | 
                       (g[27]&p[28] &p[29] &p[30] &p[31])  | 
                       (g[28]&p[29] &p[30] &p[31])  | 
                       (g[29]&p[30] &p[31])  | 
                       (g[30]&p[31])  | 
                       (g[31])
                       );
endmodule
==> design/flow/run.sh <==
#!/bin/bash
# OpenROAD 26Q1-2900-gdf79404cd8, Yosys 0.63+post, stock flow scripts
make -C /OpenROAD-flow-scripts/flow DESIGN_CONFIG=/design/flow/config.mk WORK_HOME=/design/flow/orfs finish
==> design/flow/config.mk <==
export PLATFORM = sky130hd
export DESIGN_NAME = CLA_64_8
export DESIGN_NICKNAME = CLA_64_8
export VERILOG_FILES = /design/flow/design.v
export SDC_FILE = /design/flow/constraint.sdc
export NUM_CORES = 4
export LEC_CHECK = 1
export CORE_UTILIZATION = 30
==> design/flow/constraint.sdc <==
current_design CLA_64_8

set clk_period 7.2
set clk_io_pct 0.2

create_clock -name clk0 -period $clk_period [get_ports {clock}]

set non_clock_inputs [all_inputs -no_clocks]
set_input_delay [expr $clk_period * $clk_io_pct] -clock clk0 $non_clock_inputs
set_output_delay [expr $clk_period * $clk_io_pct] -clock clk0 [all_outputs]
==> impl_metrics.json <==
{
  "crit_top_cell": "ha_1",
  "logic_area_sq_um": 2580,
  "regMostFlops": "s_out",
  "finalMaxSlewViolations": 0,
  "synth_warnings": 2,
  "antenna_found_initial": 2,
  "netlist.area_leader.share": 0.652,
  "tool_warnings": 33,
  "switching_share": 0.246,
  "die_h_microns": 159,
  "drt-initial-drc-count": 138,
  "io_buffers": 194,
  "clock_latency_ps": 420,
  "clock_sinks": 193,
  "path_max_fanout": 3,
  "seq_power_share": 0.471,
  "p_int_w": 0.00197,
  "grt_pass1_vias": 4809,
  "clkSlewWorstSetupHoldPaths_ps": 80,
  "common_cells": "dfrtp_1, ha_1, nor2_1, a21oi_1, xnor2_1",
  "finalWeightedCongestion": 0.794,
  "p_clk_frac": 0.355,
  "crit_type": "reg2reg",
  "drcViolationCount": 0,
  "h-tree-depth": 4,
  "p_leak_nw": 4.53,
  "ant_nets": 0,
  "post-route-min-period_ps": 6530,
  "synth_seq_share": 0.652,
  "routedWlPerCell_microns": 13.7,
  "flop_area_sq_um": 4830,
  "switching_power_w": 0.000641,
  "syn_area_sq_um": 7400,
  "finalClockPeriodUsage": 0.908,
  "placed_area_sq_um": 9800,
  "timing_hold_violations_final": 0,
  "cp-startpoint": "A_1[1]",
  "vias_per_cell": 4.24,
  "area_leaders": "dfrtp_1, ha_1, xnor2_1",
  "worst_ep_arrival_time_ps": 6880,
  "required_ps": 7550,
  "fmax_ghz": 0.153,
  "synth_chip_area_sq_um": 7400,
  "crit_buf_inv": 0,
  "drive_gt1_frac": 0.0694,
  "cts_tree": "done",
  "crit_path_top_delay_cell": "dfrtp_1",
  "worstReg2RegEnd": "s_out[63]",
  "syn-instance-count": 517,
  "avgSynthCellArea_sq_um": 14.3,
  "stdcell_area_sq_um": 10400,
  "ctsHoldBuffers": 0,
  "globalRouteOverflowTotal": 0,
  "start_kind": "flip-flop",
  "critPathTopFamily": "AND-OR/OR-AND gates",
  "grt_start_max_net_pins": 95,
  "grt_usage": 0.126,
  "top_cell": "dfrtp_1",
  "ir_worst_vdd_mv": 0.155,
  "clock-skew-final_ps": 10.3,
  "r2r-start": "A_1[1]",
  "syn_to_final_growth_pct": 40.6,
  "drtPass1Iterations": 4,
  "io_pins": 195,
  "rows": 57,
  "maxCapViolCount": 0,
  "rsz0062_at_grt": "no",
  "end_kind": "flip-flop",
  "ys_types": 41,
  "largest_reg_flops": 64,
  "endpoint": "s_out[63]",
  "grt_pass1_wl_microns": 24200,
  "status": "finished, final reports clean",
  "cts-buffers-inserted": 17,
  "max_stage_delay_ps": 410,
  "relSlewSlack": 0.560,
  "tightest_slew_ps": 660,
  "place_hpwl_microns": 10900,
  "largest_area_cell": "dfrtp_1",
  "p_per_area_nw_per_um2": 251,
  "fp_util": 0.305,
  "async_flop_share": 1.00,
  "tns_ps": 0,
  "regToRegSetupSlack_ps": 670,
  "vias": 4556,
  "final_core_util": 0.429,
  "root_buffer": "clkbuf_16",
  "clockBufferDepth": 2,
  "reg2reg_depth": 35,
  "edf_count": 0,
  "routed_wl_microns": 14800,
  "core_sq_um": 24200,
  "setup_viol": 0,
  "yosys-stat-cells": 517,
  "share_comb_of_total_power": 0.174,
  "crit_cells": 35,
  "ys.flops": 193,
  "fillCellCount": 2198,
  "hold_class": "reg2reg",
  "yosys_most_used_dff": "dfrtp_1",
  "chipArea_sq_um": 25300,
  "die_w_microns": 159
}
[worst min-delay path by stage]
stage,end,from,cells past startpoint
CTS,s_out[0],B_1[0],1
global route,s_out[0],A_1[0],1
finish,s_out[0],B_1[0],1
[power by group through the flow]
| stage | Combinational [W] | Sequential [W] | Clock [W] |
|---|---|---|---|
| 6_report | 0.000454 | 0.00123 | 0.000926 |
| 5_1_grt | 0.000509 | 0.00124 | 0.00101 |
| 4_1_cts | 0.000460 | 0.00123 | 0.000963 |
[routing by layer]
layer | wire length, microns | GRT usage
met1 | 6600 | 0.182
met2 | 6780 | 0.196
met3 | 1260 | 0.0460
met4 | 107 | 0.00962
met5 | 24 | 0
[per-stage QoR]
| stage | worst slack, ps | total power (W) | hold slack [ps] | std cells |
|---|---|---|---|---|
| floorplan | 504 | 0.00142 | 443 | 517 |
| global placement | 345 | 0.00171 | 462 | 1040 |
| detailed placement | 211 | 0.00171 | 468 | 1040 |
| CTS | 127 | 0.00265 | 486 | 1072 |
| global route | 15.4 | 0.00276 | 506 | 1073 |
| finish | 665 | 0.00261 | 482 | 1074 |
[area by class of cell]
type | count | share of cell area
Sequential cell | 193 | 0.464
Timing Repair Buffer | 200 | 0.191
Tap cell | 324 | 0.0389
Multi-Input combinational cell | 317 | 0.248
Antenna cell | 1 | 0.000240
Clock buffer | 17 | 0.0409
Inverter | 7 | 0.00324
Clock inverter | 15 | 0.0143
[kinds of logic (layout without fill, tap and decap cells)]
group                    count (synthesis)  in the layout  synth area share
flip-flops                             193            193             0.652
AND-OR/OR-AND                          102            102            0.0913
AND/OR/NAND/NOR                         93             93            0.0598
adder cells (fa/ha/maj)                 80             80             0.143
XOR/XNOR                                42             42            0.0497
buffers and inverters                    7            239           0.00355
other                                    0              1                 0
[cells in the final DEF (no fill, tap or decap), drive strengths merged, types with 5 or more instances in the layout]
cell type	n
ha	72
nand2b	7
nor3	13
nand3	9
o21a	18
dfrtp	193
xnor2	23
nor2	35
a21oi	27
fa	8
clkdlybuf4s50	194
buf	6
clkbuf	17
nand2	12
o21ai	18
inv	14
nand4	5
a21o	12
xor2	19
[timing repair]
item                                    CTS  global route
resized                                   0            11
setup buffers                             0             1
endpoints found under the setup margin    0             5
No activity file was given, so power comes from the tool's default toggle rates.
