File: /design/flow/config.mk
export PLATFORM = sky130hd
export DESIGN_NAME = CLA_32_8
export DESIGN_NICKNAME = CLA_32_8
export VERILOG_FILES = /design/flow/design.v
export SDC_FILE = /design/flow/constraint.sdc
export NUM_CORES = 4
export LEC_CHECK = 1
export CORE_UTILIZATION = 40
File: /design/flow/constraint.sdc
current_design CLA_32_8

set clk_period 4.5
set clk_io_pct 0.2

create_clock -name clk0 -period $clk_period [get_ports {clock}]

set non_clock_inputs [all_inputs -no_clocks]
set_input_delay [expr $clk_period * $clk_io_pct] -clock clk0 $non_clock_inputs
set_output_delay [expr $clk_period * $clk_io_pct] -clock clk0 [all_outputs]
File: /design/flow/design.v
`timescale 1ns  / 10 ps
module CLA_32_8 (   input  [31:0] a_inp, 
                    input  [31:0] b_inp,
                    output reg [31:0] s_out,
                    output reg        c_out,
                    input         clock,
                    input         reset);
wire       Cin_1      ,Cin_2      ,Cin_3      ,Cin_4;
wire       Cout_1     ,Cout_2     ,Cout_3     ,Cout_4;
reg  [7:0] A_1        ,A_2        ,A_3        ,A_4;
reg  [7:0] B_1        ,B_2        ,B_3        ,B_4;
wire [7:0] Sum_1      ,Sum_2      ,Sum_3      ,Sum_4;
wire [7:0] Generate_1    ,Generate_3   ;
wire [7:0] Propogate_1  ,Propogate_3  ;
wire [7:0]  Ignore_1 ,Ignore_2 ,Ignore_3 ,Ignore_4;
wire [15:0] Propogate_2,Generate_2,Propogate_4,Generate_4;
assign {Generate_4 ,Generate_2 }   = ({A_4,A_3,A_2,A_1} & {B_4,B_3,B_2,B_1});
assign {Propogate_4,Propogate_2}   = ({A_4,A_3,A_2,A_1} ^ {B_4,B_3,B_2,B_1});
assign Cin_1 = 0;
assign Cin_2 = Cout_1;
assign Cin_3 = Cout_2;
assign Cin_4 = Cout_3;
always@(posedge clock or posedge reset) 
begin
    if (reset) 
        begin
            s_out <= 'b0;
            c_out <= 'b0;
            A_1   <= 'b0;
            A_2   <= 'b0;
            A_3   <= 'b0;
            A_4   <= 'b0;
            B_1   <= 'b0;
            B_2   <= 'b0;                                     
            B_3   <= 'b0;
            B_4   <= 'b0;                                     
        end
    else 
        begin
            {A_4,A_3,A_2,A_1} <= a_inp;
            {B_4,B_3,B_2,B_1} <= b_inp;
            s_out <= {Sum_4,Sum_3,Sum_2,Sum_1};
            c_out <= Cout_4;
        end
end
CLA_8 U1 (Cin_1, A_1, B_1, Sum_1, Generate_1 ,Propogate_1 );
CLA_8 U2 (Cin_2, A_2, B_2, Sum_2, Ignore_1   ,Ignore_2 );
CLA_8 U3 (Cin_3, A_3, B_3, Sum_3, Generate_3 ,Propogate_3 );
CLA_8 U4 (Cin_4, A_4, B_4, Sum_4, Ignore_3   ,Ignore_4    );
carry_out_8 U5 (Cin_1, Generate_1, Propogate_1, Cout_1);                    
carry_out_16 U6 (Cin_1, Generate_2, Propogate_2, Cout_2);                    
carry_out_8 U7 (Cin_3, Generate_3, Propogate_3, Cout_3);                    
carry_out_16 U8 (Cin_3, Generate_4, Propogate_4, Cout_4); 
endmodule
`timescale 1ns  / 10 ps
module CLA_8  (      
                    input  Cin,
                    input  [7:0] A, B,
                    output [7:0] Sum,Generate ,Propogate);
wire [7:0] Carry,g,p; 
assign Sum          = (A ^ B^ Carry);
assign g  		    = (A & B);                 
assign p  		    = (A ^ B);				   
assign Carry_out    = Carry;				   
assign Generate     = g;				   
assign Propogate    = p; 
assign Carry[0] =   Cin ;
assign Carry[1] =(( Cin & p[0])                                     |  g[0]);
assign Carry[2] =(( Cin & p[0]&p[1] )                               | (g[0]&p[1])                               |  g[1]);
assign Carry[3] =(( Cin & p[0]&p[1]&p[2])                           | (g[0]&p[1]&p[2])                          | (g[1]&p[2])                           |  g[2] );
assign Carry[4] =(( Cin & p[0]&p[1]&p[2]&p[3])                      | (g[0]&p[1]&p[2]&p[3])                     | (g[1]&p[2]&p[3])                      | (g[2]&p[3])                       |  g[3] );
assign Carry[5] =(( Cin & p[0]&p[1]&p[2]&p[3]&p[4])                 | (g[0]&p[1]&p[2]&p[3]&p[4])                | (g[1]&p[2]&p[3]&p[4])                 | (g[2]&p[3]&p[4])                  | (g[3]&p[4])                   | g[4]  );
assign Carry[6] =(( Cin & p[0]&p[1]&p[2]&p[3]&p[4]&p[5])            | (g[0]&p[1]&p[2]&p[3]&p[4]&p[5])           | (g[1]&p[2]&p[3]&p[4]&p[5])            | (g[2]&p[3]&p[4]&p[5])             | (g[3]&p[4]&p[5])              | g[4]&p[5]             | g[5] );
assign Carry[7] =(( Cin & p[0]&p[1]&p[2]&p[3]&p[4]&p[5]&p[6])       | (g[0]&p[1]&p[2]&p[3]&p[4]&p[5]&p[6])      | (g[1]&p[2]&p[3]&p[4]&p[5]&p[6])       | (g[2]&p[3]&p[4]&p[5]&p[6])        | (g[3]&p[4]&p[5]&p[6])         | g[4]&p[5]&p[6]        | g[5]&p[6]         | g[6] );
endmodule
`timescale 1ns  / 10 ps
module carry_out_4 (input  Cin,   input  [3:0] g, p, output Cout);
assign Cout =(( Cin & p[0]&p[1]&p[2]&p[3])     | (g[0]&p[1]&p[2]&p[3])     | (g[1]&p[2]&p[3])      | (g[2]&p[3])       |  g[3] );
endmodule
`timescale 1ns  / 10 ps
module carry_out_8 ( input  Cin,   input  [7:0] g, p, output Cout);
assign Cout = (( Cin & p[0]&p[1]&p[2]&p[3]&p[4]&p[5]&p[6]&p[7])  | (g[0]&p[1]&p[2]&p[3]&p[4]&p[5]&p[6]&p[7]) | (g[1]&p[2]&p[3]&p[4]&p[5]&p[6]&p[7])  | (g[2]&p[3]&p[4]&p[5]&p[6]&p[7])   | (g[3]&p[4]&p[5]&p[6]&p[7])    | g[4]&p[5]&p[6]&p[7]   | g[5]&p[6]&p[7]    | g[6]&p[7] | g[7]);  
endmodule
`timescale 1ns  / 10 ps
module carry_out_16 ( input  Cin,   input  [15:0] g, p, output Cout);
assign Cout = (( Cin &  p[0] &p[1]  &p[2]  &p[3]  &p[4]  &p[5]  &p[6]  &p[7]  &p[8]  &p[9]  &p[10] &p[11] &p[12] &p[13] &p[14] &p[15])  | 
                       (g[0] &p[1]  &p[2]  &p[3]  &p[4]  &p[5]  &p[6]  &p[7]  &p[8]  &p[9]  &p[10] &p[11] &p[12] &p[13] &p[14] &p[15])  | 
                       (g[1] &p[2]  &p[3]  &p[4]  &p[5]  &p[6]  &p[7]  &p[8]  &p[9]  &p[10] &p[11] &p[12] &p[13] &p[14] &p[15])  | 
                       (g[2] &p[3]  &p[4]  &p[5]  &p[6]  &p[7]  &p[8]  &p[9]  &p[10] &p[11] &p[12] &p[13] &p[14] &p[15])  | 
                       (g[3] &p[4]  &p[5]  &p[6]  &p[7]  &p[8]  &p[9]  &p[10] &p[11] &p[12] &p[13] &p[14] &p[15])  | 
                       (g[4] &p[5]  &p[6]  &p[7]  &p[8]  &p[9]  &p[10] &p[11] &p[12] &p[13] &p[14] &p[15])  | 
                       (g[5] &p[6]  &p[7]  &p[8]  &p[9]  &p[10] &p[11] &p[12] &p[13] &p[14] &p[15])  | 
                       (g[6] &p[7]  &p[8]  &p[9]  &p[10] &p[11] &p[12] &p[13] &p[14] &p[15])  | 
                       (g[7] &p[8]  &p[9]  &p[10] &p[11] &p[12] &p[13] &p[14] &p[15])  | 
                       (g[8] &p[9]  &p[10] &p[11] &p[12] &p[13] &p[14] &p[15])  | 
                       (g[9] &p[10] &p[11] &p[12] &p[13] &p[14] &p[15])  | 
                      (g[10] &p[11] &p[12] &p[13] &p[14] &p[15])  | 
                      (g[11] &p[12] &p[13] &p[14] &p[15])  | 
                      (g[12] &p[13] &p[14] &p[15])  | 
                      (g[13] &p[14] &p[15])  | 
                      (g[14] &p[15])  | 
                      (g[15])
					   );
endmodule
`timescale 1ns  / 10 ps
module carry_out_32 ( input  Cin,   input  [31:0] g, p, output Cout);
assign Cout = (( Cin &  p[0] &p[1]  &p[2]  &p[3]  &p[4]  &p[5]  &p[6]  &p[7]  &p[8]  &p[9]  &p[10] &p[11] &p[12] &p[13] &p[14] &p[15] &p[16] &p[17] &p[18] &p[19] &p[20] &p[21] &p[22] &p[23] &p[24] &p[25] &p[26] &p[27] &p[28] &p[29] &p[30] &p[31])  | 
                       (g[0] &p[1]  &p[2]  &p[3]  &p[4]  &p[5]  &p[6]  &p[7]  &p[8]  &p[9]  &p[10] &p[11] &p[12] &p[13] &p[14] &p[15] &p[16] &p[17] &p[18] &p[19] &p[20] &p[21] &p[22] &p[23] &p[24] &p[25] &p[26] &p[27] &p[28] &p[29] &p[30] &p[31])  | 
                       (g[1] &p[2]  &p[3]  &p[4]  &p[5]  &p[6]  &p[7]  &p[8]  &p[9]  &p[10] &p[11] &p[12] &p[13] &p[14] &p[15] &p[16] &p[17] &p[18] &p[19] &p[20] &p[21] &p[22] &p[23] &p[24] &p[25] &p[26] &p[27] &p[28] &p[29] &p[30] &p[31])  |  
                       (g[2] &p[3]  &p[4]  &p[5]  &p[6]  &p[7]  &p[8]  &p[9]  &p[10] &p[11] &p[12] &p[13] &p[14] &p[15] &p[16] &p[17] &p[18] &p[19] &p[20] &p[21] &p[22] &p[23] &p[24] &p[25] &p[26] &p[27] &p[28] &p[29] &p[30] &p[31])  | 
                       (g[3] &p[4]  &p[5]  &p[6]  &p[7]  &p[8]  &p[9]  &p[10] &p[11] &p[12] &p[13] &p[14] &p[15] &p[16] &p[17] &p[18] &p[19] &p[20] &p[21] &p[22] &p[23] &p[24] &p[25] &p[26] &p[27] &p[28] &p[29] &p[30] &p[31])  | 
                       (g[4] &p[5]  &p[6]  &p[7]  &p[8]  &p[9]  &p[10] &p[11] &p[12] &p[13] &p[14] &p[15] &p[16] &p[17] &p[18] &p[19] &p[20] &p[21] &p[22] &p[23] &p[24] &p[25] &p[26] &p[27] &p[28] &p[29] &p[30] &p[31])  | 
                       (g[5] &p[6]  &p[7]  &p[8]  &p[9]  &p[10] &p[11] &p[12] &p[13] &p[14] &p[15] &p[16] &p[17] &p[18] &p[19] &p[20] &p[21] &p[22] &p[23] &p[24] &p[25] &p[26] &p[27] &p[28] &p[29] &p[30] &p[31])  | 
                       (g[6] &p[7]  &p[8]  &p[9]  &p[10] &p[11] &p[12] &p[13] &p[14] &p[15] &p[16] &p[17] &p[18] &p[19] &p[20] &p[21] &p[22] &p[23] &p[24] &p[25] &p[26] &p[27] &p[28] &p[29] &p[30] &p[31])  | 
                       (g[7] &p[8]  &p[9]  &p[10] &p[11] &p[12] &p[13] &p[14] &p[15] &p[16] &p[17] &p[18] &p[19] &p[20] &p[21] &p[22] &p[23] &p[24] &p[25] &p[26] &p[27] &p[28] &p[29] &p[30] &p[31])  | 
                       (g[8] &p[9]  &p[10] &p[11] &p[12] &p[13] &p[14] &p[15] &p[16] &p[17] &p[18] &p[19] &p[20] &p[21] &p[22] &p[23] &p[24] &p[25] &p[26] &p[27] &p[28] &p[29] &p[30] &p[31])  | 
                       (g[9] &p[10] &p[11] &p[12] &p[13] &p[14] &p[15] &p[16] &p[17] &p[18] &p[19] &p[20] &p[21] &p[22] &p[23] &p[24] &p[25] &p[26] &p[27] &p[28] &p[29] &p[30] &p[31])  | 
                       (g[10]&p[11] &p[12] &p[13] &p[14] &p[15] &p[16] &p[17] &p[18] &p[19] &p[20] &p[21] &p[22] &p[23] &p[24] &p[25] &p[26] &p[27] &p[28] &p[29] &p[30] &p[31])  | 
                       (g[11]&p[12] &p[13] &p[14] &p[15] &p[16] &p[17] &p[18] &p[19] &p[20] &p[21] &p[22] &p[23] &p[24] &p[25] &p[26] &p[27] &p[28] &p[29] &p[30] &p[31])  | 
                       (g[12]&p[13] &p[14] &p[15] &p[16] &p[17] &p[18] &p[19] &p[20] &p[21] &p[22] &p[23] &p[24] &p[25] &p[26] &p[27] &p[28] &p[29] &p[30] &p[31])  | 
                       (g[13]&p[14] &p[15] &p[16] &p[17] &p[18] &p[19] &p[20] &p[21] &p[22] &p[23] &p[24] &p[25] &p[26] &p[27] &p[28] &p[29] &p[30] &p[31])  | 
                       (g[14]&p[15] &p[16] &p[17] &p[18] &p[19] &p[20] &p[21] &p[22] &p[23] &p[24] &p[25] &p[26] &p[27] &p[28] &p[29] &p[30] &p[31])  | 
                       (g[15]&p[16] &p[17] &p[18] &p[19] &p[20] &p[21] &p[22] &p[23] &p[24] &p[25] &p[26] &p[27] &p[28] &p[29] &p[30] &p[31])  | 
                       (g[16]&p[17] &p[18] &p[19] &p[20] &p[21] &p[22] &p[23] &p[24] &p[25] &p[26] &p[27] &p[28] &p[29] &p[30] &p[31])  | 
                       (g[17]&p[18] &p[19] &p[20] &p[21] &p[22] &p[23] &p[24] &p[25] &p[26] &p[27] &p[28] &p[29] &p[30] &p[31])  | 
                       (g[18]&p[19] &p[20] &p[21] &p[22] &p[23] &p[24] &p[25] &p[26] &p[27] &p[28] &p[29] &p[30] &p[31])  | 
                       (g[19]&p[20] &p[21] &p[22] &p[23] &p[24] &p[25] &p[26] &p[27] &p[28] &p[29] &p[30] &p[31])  | 
                       (g[20]&p[21] &p[22] &p[23] &p[24] &p[25] &p[26] &p[27] &p[28] &p[29] &p[30] &p[31])  | 
                       (g[21]&p[22] &p[23] &p[24] &p[25] &p[26] &p[27] &p[28] &p[29] &p[30] &p[31])  | 
                       (g[22]&p[23] &p[24] &p[25] &p[26] &p[27] &p[28] &p[29] &p[30] &p[31])  | 
                       (g[23]&p[24] &p[25] &p[26] &p[27] &p[28] &p[29] &p[30] &p[31])  | 
                       (g[24]&p[25] &p[26] &p[27] &p[28] &p[29] &p[30] &p[31])  | 
                       (g[25]&p[26] &p[27] &p[28] &p[29] &p[30] &p[31])  | 
                       (g[26]&p[27] &p[28] &p[29] &p[30] &p[31])  | 
                       (g[27]&p[28] &p[29] &p[30] &p[31])  | 
                       (g[28]&p[29] &p[30] &p[31])  | 
                       (g[29]&p[30] &p[31])  | 
                       (g[30]&p[31])  | 
                       (g[31])
                       );
endmodule
File: /design/flow/run.sh
#!/bin/bash
# OpenROAD 26Q1-2900-gdf79404cd8, Yosys 0.63+post, stock flow scripts
make -C /OpenROAD-flow-scripts/flow DESIGN_CONFIG=/design/flow/config.mk WORK_HOME=/design/flow/orfs finish
==> out/metrics.yaml <==
netlist_area_mm2: 0.003661
gp_congestion: 0.7692
hp-class: "reg -> reg"
numClockSinks: 97
grt_pass1_wl_um: 10740
r2r_slack_ps: 210
synth_chip_area_mm2: 0.003661
r2r.worst_path.cells: 19
firstDrtPassIters: 23
r2r_start: "B_1[1]$_DFF_PP0_"
p_total_mw: 2.068
crit_chain: "ha_1, ha_1, o21a_1, o2111a_2, a21oi_2, a21oi_1, or3_4, ha_1, o21a_2, o2111a_2, a311o_2, a21o_1, ha_1, o21a_1, nor2_1, buf_4, inv_2, a31o_1, xor2_1"
end_kind: "register"
rows: 34
syn_avg_cell_area_um2: 14.76
skew_ps: 7.317
slew_violations: 0
whs_path_depth: 1
die_area_mm2: 0.009539
setup_tns_ps: 0
drcViolationCount: 0
clockRootBuffer: "clkbuf_8"
synth_cells: 248
avgRoutedWirePerCell_um: 12.87
synth.distinct_cells: 33
switching_share_pct: 21.01
ant_nets: 0
fp_util_pct: 41.57
antenna_found_initial: 0
drt-total-wl_um: 6127
logic_area_mm2: 0.001221
finalClockPeriodUsage_pct: 95.25
n_fill_cell: 718
slowest_delay_ps: 410
period_minus_slack_ps: 4286
holdCritStartpoint: "B_1[0]$_DFF_PP0_"
drive_above_1_share_pct: 8.696
pwr-share-seq_pct: 47.8
ioPinCount: 99
via_per_inst: 4.616
diodes: 0
first_iter_violations: 54
die_h_um: 97.67
cp_common_cell: "ha_1"
cts_tree: "done"
async_flop_share_pct: 100.0
warnings: 29
mostFrequentLayoutCells: "98 x clkdlybuf4s50_1, 97 x dfrtp_1, 36 x ha_1"
ir_drop_v: 0.0001760
portBuffers: 98
arrival_ps: 4530
clk_latency_ps: 350
p_leak_nw: 2.269
yosys_cells: 248
setup_viol: 0
worstMarginPinSlew_ps: 611.4
hold_ws_ps: 477.6
crit_required_ps: 4740
wl_met3_um: 345
highest-signal-layer: "met4"
synth_flop_count: 97
slowest_stage: "dfrtp_1"
largest_reg_flops: 32
crit_fanout: 4
grt_usage_pct: 14.71
power.share.clock_pct: 35.3
slew_headroom_pct: 59.24
clock_path_buffers: 2
ff_type: "dfrtp_1"
die_w_um: 97.67
path_clk_slew_ps: 90
dp_hpwl_um: 4504
cts_buffers: 9
layout.cells.most_common: "clkdlybuf4s50_1"
fmax_mhz: 233.3
yosysWarnings: 2
vias: 2197
power.net_switching_mw: 0.4345
ys_seq_share_pct: 66.30
ff_latch_area_mm2: 0.002427
htreeDepth: 3
wl_met2_um: 2884
hold_violations: 0
cell_internal_pwr_mw: 1.633
core_area_mm2: 0.008806
drv_cap: 0
combPwrFrac_pct: 16.9
top_register: "s_out"
worstSetupPathType: "reg -> reg"
syn_to_final_growth_pct: 39.58
grt_pass1_vias: 2301
pwr_density_cell_mw_per_mm2: 404.7
gr-total-overflow: 0
holdPathEnd: "s_out[0]$_DFF_PP0_"
edf_count: 0
grt_start_max_net_pins: 52
drt-met1-wl_um: 2824
reg2reg_to: "s_out[28]$_DFF_PP0_"
run_status: "complete, no violations"
startpoint_type: "register"
[how the worst max path moves through the flow]
stage / from / to / slack (ps)
global route: B_1[1]$_DFF_PP0_ / s_out[30]$_DFF_PP0_ / -10
CTS: A_1[1]$_DFF_PP0_ / s_out[30]$_DFF_PP0_ / 20
finish: B_1[1]$_DFF_PP0_ / s_out[28]$_DFF_PP0_ / 210
[Yosys cell counts, types with 2 or more instances]
library cell  number  area, um2
ha_1              36      450.4
a211oi_1           2      15.01
o21a_1             7      52.55
inv_1              5      18.77
nor2_1            19      71.32
nand2_1            2      7.510
nand3_1            4      20.02
nor3_1             3      15.01
or3_1              6      37.54
a21o_1             4      30.03
a21oi_1           12      60.06
xnor2_1           13      113.9
fa_1               4      80.08
nand2b_1           2      12.51
o211ai_1           2      15.01
xor2_1            10      87.58
dfrtp_1           97       2427
o21ai_0            2      10.01
o21ai_1            4      20.02
[through the flow]
step           area [um2]  std cells  utilization [%]  setup WS (ps)
3_5_place_dp         4802        457            54.53          78.04
5_1_grt              5110        476            58.03         -12.32
4_1_cts              5077        473            57.66          24.88
2_1_floorplan        3661        248                -          200.3
6_report             5110        476            58.03          213.6
3_3_place_gp         4802        457            54.53          132.2
[per-layer routing]
metal	track usage [%]	up-vias
li1	-	1083
met1	23.20	1049
met2	22.53	58
met3	3.441	7
met4	1.865	0
met5	0	-
[cell families after synthesis]
kind of cell               count (synthesis)  synth area share [%]
AOI/OAI and AO/OA                         42                 7.895
buffers and inverters                      6                0.6151
DFF                                       97                 66.30
adders and majority gates                 40                 14.49
and+or+nand+nor                           40                 5.195
xor gates and xnor gates                  23                 5.502
[critical path: cells and delay by family (launching register included)]
family                     cells  cell delay [ps]
adders and majority gates      4              850
AOI/OAI and AO/OA             10             2180
DFF                            1              410
buffers and inverters          2              190
and+or+nand+nor                2              430
xor gates and xnor gates       1              130
[power groups by stage]
stage     Clock (mW)  Sequential, mW  Combinational (mW)
6_report       0.730           0.988               0.349
5_1_grt        0.795           0.999               0.392
4_1_cts        0.756           0.991               0.351
[final cells by class]
class / instances / share of cell area [%]
Sequential cell: 97 / 47.50
Timing Repair Buffer: 104 / 20.08
Tap cell: 108 / 2.644
Clock inverter: 6 / 2.693
Clock buffer: 10 / 2.693
Multi-Input combinational cell: 145 / 23.90
Inverter: 6 / 0.4897
[repair_timing]
item	in CTS	in global routing
gates resized	0	3
setup endpoints to repair	0	5
hold buffers	0	0
buffers inserted	0	3
No activity file was given, so power comes from the tool's default toggle rates.
